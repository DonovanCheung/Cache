==> ./config.mk <==
export PLATFORM = sky130hd
export DESIGN_NAME = Cache
export DESIGN_NICKNAME = Cache
export VERILOG_FILES = /design/flow/design.v
export SDC_FILE = /design/flow/constraint.sdc
export NUM_CORES = 4
export LEC_CHECK = 1
export CORE_UTILIZATION = 40
==> ./constraint.sdc <==
current_design Cache

set clk_period 5.2
set clk_io_pct 0.2

create_clock -name clk0 -period $clk_period [get_ports {clk}]

set non_clock_inputs [all_inputs -no_clocks]
set_input_delay [expr $clk_period * $clk_io_pct] -clock clk0 $non_clock_inputs
set_output_delay [expr $clk_period * $clk_io_pct] -clock clk0 [all_outputs]
==> ./design.v <==
`timescale 1ns / 1ns
module Cache (
	input 			 	clk,
	input 			 	reset,
	input [7:0]		 	pr_dout,
	output[7:0] 	 	pr_din,
	input [5:0] 	 	pr_addr,
	input 			 	pr_rd,
	input 			 	pr_wr,
	output              cvalid,
	input [15:0]		mem_dout,
	output reg [15:0] 	mem_din,
	input 	    	 	mem_done,
	output reg 	  	 	mem_rd,
	output reg 	   	 	mem_wr,
	output reg [4:0] 	mem_addr);
	reg [2:0] tag [0:3];  
	reg [7:0] data[0:7];	 
	reg [3:0] valid ;		 
	reg [3:0] dirty ;		 
	integer i;
	reg [3:0] state;
	wire hit;
	wire [1:0] pr_cblk;
    wire       pr_word;
	wire [2:0] pr_tag;
	wire [4:0] pr_mem_addr;
	assign pr_cblk = pr_addr[2:1];
    assign pr_word = pr_addr[0];
	assign pr_tag = pr_addr[5:3];				
	assign pr_mem_addr = pr_addr[5:1];
	localparam Initial		= 	4'b0001,
			   StartProcess	=	4'b0010,
			   WaitForFlush	=	4'b0100,
			   WaitForFetch	=	4'b1000;
	assign req = (pr_rd | pr_wr);
	assign hit = (tag[pr_cblk] == pr_tag) & valid[pr_cblk] ;	 
	assign pr_din = data [{pr_cblk, pr_word}];
	assign cvalid = req & hit;
	always @(posedge clk)
	begin
	if(reset)
		state<=Initial;
	else
		case (state)
			Initial:
			begin
				valid<=4'b0000;
				dirty<=4'b0000;
				for (i=0; i<4; i=i+1)
					tag[i]<=0;
				mem_rd<=0;
				mem_wr<=0;
				state <= StartProcess;
			end
			StartProcess:
			begin
				if (req)
				begin
					if (hit)
					begin
						if (pr_wr)
						begin
							data[{pr_cblk,pr_word}] <= pr_dout;  
							dirty[pr_cblk] <= 1;
						end
					end
					else  
					begin
						if (dirty[pr_cblk])	 
						begin
							mem_wr <= 1; 
							mem_din[7:0] <= data[{pr_cblk,1'b0}];  
							mem_din[15:8] <= data[{pr_cblk,1'b1}];
						end
						else if (!dirty[pr_cblk])	 
						begin
							mem_rd <= 1;
							mem_addr <= pr_mem_addr;
						end
					end
				end
				if (req && !hit && dirty[pr_cblk])	 
					state <= WaitForFlush;
				if (req && !hit && !dirty[pr_cblk])
					state <= WaitForFetch;
			end
			WaitForFlush:
			begin
				if (mem_done)
				begin
					mem_wr <= 0;
					mem_rd <= 1;
					mem_addr <= pr_mem_addr;
					state <= WaitForFetch;		
				end
			end			
			WaitForFetch:
			begin
				if (mem_done)
				begin
					data[{pr_cblk,1'b0}] <= mem_dout[7:0];
					data[{pr_cblk,1'b1}] <= mem_dout[15:8];
					mem_rd <= 0;
					valid[pr_cblk] <= 1;
					tag[pr_cblk] <= pr_addr[5:3];
					dirty[pr_cblk] <= 1'b0;	
					if (pr_wr)
					begin
						data[{pr_cblk,pr_word}] <= pr_dout[7:0];
						dirty[pr_cblk] <= 1;
					end
				end
				if (mem_done)
					state <= StartProcess;
			end
		endcase	
	end
endmodule
==> ./run.sh <==
#!/bin/bash
# OpenROAD 26Q1-2900-gdf79404cd8, Yosys 0.63+post, stock flow scripts
make -C /OpenROAD-flow-scripts/flow DESIGN_CONFIG=/design/flow/config.mk WORK_HOME=/design/flow/orfs finish
==> qor.yml <==
run_status:
  status: "finished, final reports clean"
yosys:
  synth.area.top_cells: "edfxtp_1, mux2_2, mux4_2"
  synth-seq-cells: 111
  netlist_instances: 354
  synth_stat.cells: 354
  ys_chip_area_um2: 5719
  ff_type: "edfxtp_1"
  synth_area_per_cell_um2: 16.16
  async_reset_ff_frac: 0
  synth_seq_share: 0.5758
  edf_count: 107
  synth_top_cell_by_count: "edfxtp_1"
  netlist_area_um2: 5719
  top_cells_by_count: "edfxtp_1, mux2_2, mux4_2"
  yosys_warnings: 2
  synth_top_area_share: 0.5618
  largest_area_cell: "edfxtp_1"
  synth.distinct_cells: 39
worst_hold_path:
  min_path_type: "reg2reg"
  min_from: "valid[0]"
cells_and_area:
  combGateArea_um2: 2305
  stdcell_area_um2: 6870
  synthToLayoutAreaGrowth_pct: 20.13
  layout-drive-gt1-share: 0.3380
  register_area_um2: 3293
  fillers: 1206
die:
  ioPinCount: 67
  fp_util: 0.4104
  die_x_um: 121.6
  fp-row-count: 43
  core_um2: 13930
  chip_area_um2: 14780
  dieHeight_um: 121.6
drt:
  wl_per_cell_um: 21.08
  wl_mm: 12.84
  drtPass1Iterations: 4
  drtIter0Drc: 212
  num_vias: 3421
  vias_per_cell: 5.617
  ant_nets: 0
  antennaDiodeCount: 0
  drc: 0
global_route:
  grt_pass1_vias: 3453
  grt.total_usage: 0.1980
  antenna_found_initial: 0
  grt_max_degree: 45
  grt-ovfl-total: 0
  grt_pass1_wl_mm: 19.69
clock_tree:
  cts.sinks: 111
  cts_resized: 0
  clk_path_buf_depth: 2
  cts.clk_slew.worst_paths_ns: 0.07
  cts_hold_buffers: 0
  cts_setup_buffers: 0
  cts-buffers-inserted: 9
  cts_root_buffer: "clkbuf_16"
  clk_latency_ns: 0.35
  htree_num_levels: 3
  cts_tree: "built"
place:
  place_congestion: 0.8579
  io_buffers: 66
  place_area_um2: 6601
  place_hpwl_mm: 8.655
flow_run:
  maxCapViolCount: 0
  warnings: 25
sta:
  timing.final.setup_violations: 0
  slew_headroom: 0.5165
  hold_violations: 0
  timing.hold.ws_ns: 0.5688
  setup-tns-final_ns: 0
  maxSlewViolCount: 0
  fmax_ghz: 0.2412
  rsz0062_at_grt: "no"
  post-route-period-util: 0.7972
  max_slew.worst_pin.slew_ns: 0.7253
  finalCriticalPeriod_ns: 4.146
  finalClockSkew_ns: 0.008698
critical_path:
  reg2reg_from: "state[1]"
  startpoint_type: "input pin"
  path_cells: "buf_2 > buf_4 > mux4_2 > nand4_4 > nor2_1 > clkdlybuf4s50_1"
  cp-endpoint: "cvalid"
  worst_ep_arrival_time_ns: 3.11
  startpoint: "pr_addr[1]"
  critPathRequiredTime_ns: 4.16
  path_class: "in2out"
  reg2reg_depth: 4
  cpPeakStageDelay_ns: 0.64
  endpoint_kind: "output pin"
  path_max_fanout: 44
  cp_slowest_cell: "mux4_2"
  rr_endpoint: "data[7][7]"
  regToRegSetupSlack_ns: 2.43
power:
  power_leakage_uw: 0.002269
  power.density_nw_per_um2: 268.8
  irDropWorstVdd_uv: 154.6
[worst min-delay path by stage]
| stage | cells past startpoint | end |
|---|---|---|
| CTS | 1 | valid[0] |
| global route | 1 | valid[0] |
| finish | 1 | valid[0] |
[cells by family after synthesis]
kind of cell / share of synthesized area
xor gates and xnor gates: 0.01247
AOI/OAI and AO/OA: 0.04266
muxes: 0.2881
buffers and inverters: 0.02122
DFF: 0.5758
and+or+nand+nor: 0.05973
[worst max-delay path: cells and delay by family]
family                 cells  cell delay (ns)
buffers and inverters      3             1.16
multiplexers               1             0.64
AND/OR/NAND/NOR            2             0.25
[flip-flops by register name (all words and copies together) (netlist names)]
| signal | count |
|---|---|
| data | 64 |
| mem_din | 16 |
| tag | 12 |
| mem_addr | 5 |
| dirty | 4 |
| state | 4 |
| valid | 4 |
| mem_rd | 1 |
| mem_wr | 1 |
[through the flow]
step	power (uW)	setup slack, ns	util	instances
after detailed placement	1219	0.9936	0.4737	594
after global routing	1911	0.8516	0.4930	609
after floorplan	1140	1.892	-	354
after CTS	1865	0.9938	0.4930	609
final	1847	1.054	0.4930	609
after global placement	1217	1.013	0.4737	594
[per-layer routing]
layer,routed length (um),vias to the layer above,part of all wire,track usage
met5,0,-,0,0
met4,245,0,0.019,0.03009
met3,1184,17,0.092,0.08492
met2,6111,141,0.48,0.2955
met1,5294,1696,0.41,0.2991
li1,-,1567,-,-
[where the power goes]
part           leakage, uW  internal [uW]  switching (uW)
Clock             0.000133            349             300
Sequential         0.00101            996            8.62
Combinational      0.00113            108            85.3
[placed cells by master, fill, tap and decap left out, drive strengths merged, types with 2 or more instances in the layout]
cell,n
o21ai,10
nand3,2
buf,16
nand2b,7
edfxtp,107
nand2,11
a21o,4
dfxtp,4
or2,2
mux2,72
nor4,2
nor3,2
clkbuf,14
clkdlybuf4s50,64
nor2b,5
nand4,3
nor4b,2
inv,6
nor2,24
a21oi,18
mux4,37
xnor2,3
o21a,3
[final cells by class]
class,count,area share
Tap cell,180,0.03278
Timing Repair Buffer,80,0.1100
Sequential cell,111,0.4793
Clock buffer,14,0.03843
Multi-Input combinational cell,217,0.3355
Clock inverter,1,0.0007285
Inverter,6,0.003278
Power and IR drop assume default switching activity.
